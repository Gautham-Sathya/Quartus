[design.v]
module RAM128x32 
#(
  parameter Data_width = 32,   
            Addr_width = 7   
  )
  (   
    input wire clk,
    input wire we,
    input wire [(Addr_width-1):0] address, 
    input wire [(Data_width-1):0] d,
    output wire [(Data_width-1):0] q
  );
reg [Data_width-1:0]MEM[2**Addr_width-1:0];
always@(posedge clk)
begin
if(we)
	MEM[address] <= d;
end
assign q = MEM[address];
endmodule
[run.sh]
#!/bin/bash
# OpenROAD 26Q1-2900-gdf79404cd8, Yosys 0.63+post, stock flow scripts
make -C /OpenROAD-flow-scripts/flow DESIGN_CONFIG=/design/flow/config.mk WORK_HOME=/design/flow/orfs finish
[config.mk]
export PLATFORM = sky130hd
export DESIGN_NAME = RAM128x32
export DESIGN_NICKNAME = RAM128x32
export VERILOG_FILES = /design/flow/design.v
export SDC_FILE = /design/flow/constraint.sdc
export NUM_CORES = 4
export LEC_CHECK = 1
export CORE_UTILIZATION = 40
[constraint.sdc]
current_design RAM128x32

set clk_period 63.8
set clk_io_pct 0.2

create_clock -name clk0 -period $clk_period [get_ports {clk}]

set non_clock_inputs [all_inputs -no_clocks]
set_input_delay [expr $clk_period * $clk_io_pct] -clock clk0 $non_clock_inputs
set_output_delay [expr $clk_period * $clk_io_pct] -clock clk0 [all_outputs]
==> summary.rpt <==
FLOW METRICS REPORT
----------------------------------------------------
[Status]
  Outcome ........................ complete, but fails checks
  Failing checks ........................ capacitance limit, slew limit

[Die]
  Placeable core region ........................ 0.389 sq mm
  Core Rows ........................ 229
  Fp_density ........................ 40.2%
  I/O pins ........................ 73
  Chip Footprint ........................ 0.394 sq mm
  Vertical extent of the die ........................ 628 um
  Die X ........................ 628 um

[Detailed routing]
  Vias per inst ........................ 6.41
  Number of detailed-routing iterations run before antenna repair ........................ 22
  Iteration-0 DRC count of the detailed router ........................ 8227
  Number of nets still failing antenna checks after routing ........................ 0
  Via Count ........................ 94900
  Final routed wire length divided by cell count ........................ 38.6 um
  Total Routed Length ........................ 572 mm
  Remaining routing DRC violations ........................ 0

[Pwr]
  Share of total power in combinational logic ........................ 6.4%
  Cell internal power dissipation ........................ 4.42 mW
  Proportion of power drawn by flip-flops and latches ........................ 52.1%
  Switching part of the total power ........................ 22.7%
  Switching power ........................ 1.29 mW
  Sum of internal, switching and leakage power ........................ 5.71 mW
  Lkg Pwr ........................ 54.9 nW
  Clock Power Share ........................ 41.5%
  Power Dens Cells ........................ 31.9 mW/mm^2
  Peak supply drop ........................ 0.0255 mV

[Synthesis]
  Cell type with the largest total area ........................ sky130_fd_sc_hd__edfxtp_1
  Most instantiated cells after synthesis ........................ 4096 x sky130_fd_sc_hd__edfxtp_1, 847 x sky130_fd_sc_hd__a221oi_1, 468 x sky130_fd_sc_hd__a22oi_1
  Sequential share of the synthesized area ........................ 78.5%
  Most numerous cell in the Yosys netlist ........................ sky130_fd_sc_hd__edfxtp_1
  Syn Inst Count ........................ 8922
  Synthesis area per yosys ........................ 0.157 sq mm
  Avg Cell Area, Syn ........................ 17.6 sq um
  Post-synthesis async set-or-reset flop share ........................ 0%
  Total cells reported by yosys after synthesis ........................ 8922
  Post-synthesis sequential element count ........................ 4096
  Top cells, area ........................ sky130_fd_sc_hd__edfxtp_1 79%, sky130_fd_sc_hd__a221oi_1 4.7%, sky130_fd_sc_hd__a22oi_1 2.2%, sky130_fd_sc_hd__mux2_2 2.0%, sky130_fd_sc_hd__a21oi_1 1.4%
  Post-synth top flop ........................ sky130_fd_sc_hd__edfxtp_1
  Cell area after technology mapping ........................ 0.157 sq mm
  Number of library cell types mapped by synthesis ........................ 75
  Number of enable flip-flop cells ........................ 4096
  Tally of yosys warning messages ........................ 1
  Top cell type's share of synthesized area ........................ 78.5%

[Clock tree]
  CTS root buf ........................ sky130_fd_sc_hd__clkbuf_16
  Resized Gates After CTS ........................ 0
  Post-CTS Setup Inserts ........................ 0
  Number of sinks on the clock net ........................ 4096
  CTS tree ........................ yes
  Number of hold-repair buffers added at the cts stage ........................ 0
  Clock-pin slew on the worst setup and hold paths ........................ 60 ps
  CTS max path bufs ........................ 4
  H-tree depth ........................ 5
  Inserted Clock Buffers ........................ 413

[Timing]
  Clock period minus worst slack ........................ 32190 ps
  Summed negative setup slack over all endpoints ........................ 0 ps
  Share of the clock period used by the worst path after layout ........................ 50.5%
  Max-Slew Margin vs Limit ........................ -13.6%
  Actual slew at the worst max-slew pin ........................ 1690 ps
  Final setup violating endpoints ........................ 0
  Peak clock frequency supported by timing ........................ 31.1 MHz
  Hold Vio Cnt, Final ........................ 0
  Setup repair after global routing missed its margin ........................ no
  Worst hold slack across all endpoints ........................ 12080 ps
  Max Slew Vio Count ........................ 31

[Final layout]
  Regs by FF count ........................ MEM (4096)
  Area growth from synthesis to final layout ........................ 14.4%
  Post-route non-filler standard cell count ........................ 14800
  Fraction of layout instances using a drive strength above 1 ........................ 17.6%
  Final standard cell area without fillers ........................ 0.179 sq mm
  Largest reg by FF count ........................ MEM
  Flip-flop count of the largest register, all copies and words added ........................ 4096

[Placed design]
  Cell total after placement ........................ 14000
  Half-perimeter wire length after placement ........................ 338 mm
  Number of buffer cells added on primary ports ........................ 72
  Cell area after placement ........................ 0.166 sq mm
  Weighted congestion at the end of routability-driven global placement ........................ 0.998

[GRT]
  First-pass GRT wire length ........................ 786 mm
  GRT Total Usage ........................ 31.8%
  Congestion Overflow GR ........................ 0
  Number of global-route vias before repair ........................ 100000
  Antenna violations before repair ........................ 57
  Largest net degree at the start of global routing ........................ 89

[Worst setup path]
  Delay of the slowest cell on the worst path ........................ 1060 ps
  Cell repeated most along the worst path ........................ sky130_fd_sc_hd__buf_4
  Worst-path cell chain ........................ buf_8 -> buf_4 -> buf_4 -> inv_8 -> buf_4 -> buf_4 -> a21oi_1 -> o21ai_0 -> a211oi_1 -> o2111ai_1 -> buf_4 -> or4b_1 -> clkdlybuf4s50_1
  Critical path arrival ........................ 19430 ps
  Max Fanout on Critical Path ........................ 55
  Critical path required time ........................ 51040 ps
  Worst setup EP type ........................ output pin
  Buffers & Inverters on Critical Path ........................ 8
  CP delay by family, top ........................ buffers and inverters
  Sort of element at the start of the critical path ........................ primary input
  Worst Setup Path Type ........................ primary input to output pin
  Critical path's slowest cell ........................ sky130_fd_sc_hd__a211oi_1

[Job]
  Tool warning count ........................ 27
  Max-cap violations ........................ 5

[Worst hold path]
  Classification of the worst-slack hold path ........................ primary input to flip-flop

----------------------------------------------------
-- cell usage in the layout (no fill, tap or decap), types with 40 or more instances in the layout --
cell / synthesis / layout
sky130_fd_sc_hd__edfxtp_1: 4096 / 4096
sky130_fd_sc_hd__a221oi_1: 847 / 847
sky130_fd_sc_hd__buf_4: 26 / 542
sky130_fd_sc_hd__a22oi_1: 468 / 468
sky130_fd_sc_hd__a21oi_1: 425 / 423
sky130_fd_sc_hd__clkbuf_16: 0 / 423
sky130_fd_sc_hd__o21ai_0: 324 / 318
sky130_fd_sc_hd__mux2_2: 277 / 277
sky130_fd_sc_hd__nand2_1: 241 / 231
sky130_fd_sc_hd__o22ai_1: 170 / 170
sky130_fd_sc_hd__nor2_1: 290 / 161
sky130_fd_sc_hd__nor2_4: 0 / 128
sky130_fd_sc_hd__mux2i_1: 127 / 127
sky130_fd_sc_hd__clkinv_1: 0 / 107
sky130_fd_sc_hd__nor2b_1: 108 / 100
sky130_fd_sc_hd__clkbuf_1: 324 / 88
sky130_fd_sc_hd__clkinv_2: 0 / 78
sky130_fd_sc_hd__diode_2: 0 / 76
sky130_fd_sc_hd__mux4_2: 70 / 70
sky130_fd_sc_hd__a221o_1: 64 / 64
sky130_fd_sc_hd__o221ai_1: 49 / 49
sky130_fd_sc_hd__a222oi_1: 44 / 44
sky130_fd_sc_hd__a22o_1: 43 / 43
sky130_fd_sc_hd__a211oi_1: 43 / 43
sky130_fd_sc_hd__nor3_1: 43 / 40
-- power groups by stage --
stage	combinational [mW]	sequential [mW]	clock [mW]
4_1_cts	0.353	2.97	2.38
5_1_grt	0.378	2.97	2.48
6_report	0.368	2.97	2.37
-- cell type report --
type / count / area [sq um]
Fill cell: 31800 / 210000
Sequential cell: 4096 / 123000
Multi-Input combinational cell: 4092 / 31700
Clock buffer: 511 / 10900
Tap cell: 5197 / 6500
Timing Repair Buffer: 589 / 4590
Clock inverter: 246 / 2260
Antenna cell: 76 / 190
Inverter: 7 / 50.0
-- logic make-up after synthesis --
family,synth area share [%]
flip-flops,78.5
AND/OR/NAND/NOR,2.74
buffers and inverters,2.03
multiplexers,3.82
AND-OR/OR-AND,12.9
-- stage by stage --
stage / util (%) / setup slack [ps]
2_1_floorplan: - / 36200
3_3_place_gp: 42.6 / 32150
3_5_place_dp: 42.6 / 32020
4_1_cts: 46.0 / 32010
5_1_grt: 46.0 / 31810
6_report: 46.0 / 31610
-- layer usage --
| metal | track usage (%) | vias to the layer above | wire [um] |
|---|---|---|---|
| li1 | - | 38100 | - |
| met1 | 30.2 | 46300 | 156000 |
| met2 | 41.7 | 8869 | 240000 |
| met3 | 32.5 | 1513 | 132000 |
| met4 | 15.6 | 139 | 36700 |
| met5 | 14.4 | - | 6760 |
-- path summary, 6_finish.rpt --
| path | start | to | slack, ps | cells past startpoint |
|---|---|---|---|---|
| setup / recovery | address[0] | q[4] | 31610 | 13 |
| hold / removal | d[12] | MEM[94][12] | 12080 | 1 |
No activity file was given, so power comes from the tool's default toggle rates.
