===== design/flow/config.mk =====
export PLATFORM = sky130hd
export DESIGN_NAME = ALU
export DESIGN_NICKNAME = ALU
export VERILOG_FILES = /design/flow/design.v
export SDC_FILE = /design/flow/constraint.sdc
export NUM_CORES = 4
export LEC_CHECK = 1
export CORE_UTILIZATION = 40

===== design/flow/constraint.sdc =====
current_design ALU

set clk_period 26.3
set clk_io_pct 0.2

create_clock -name clk0 -period $clk_period

set non_clock_inputs [all_inputs -no_clocks]
set_input_delay [expr $clk_period * $clk_io_pct] -clock clk0 $non_clock_inputs
set_output_delay [expr $clk_period * $clk_io_pct] -clock clk0 [all_outputs]

===== design/flow/design.v =====
module ALU ( 
  input [2:0] Op_code,
  input [31:0] A, B,
  output reg [31:0] Y
);
always@(A or B or Op_code)
begin
	case(Op_code) 
	3'b000: Y = A;         
  	3'b001: Y = A + B;         
  	3'b010: Y = A - B;         
    	3'b011: Y = A & B;         
 	3'b100: Y = A | B;         
 	3'b101: Y = A +1;        
 	3'b110: Y = A-1;       
 	3'b111: Y = B;  
    	default: Y = 32'd0;
	endcase	
end
endmodule

===== design/flow/run.sh =====
#!/bin/bash
# OpenROAD 26Q1-2900-gdf79404cd8, Yosys 0.63+post, stock flow scripts
make -C /OpenROAD-flow-scripts/flow DESIGN_CONFIG=/design/flow/config.mk WORK_HOME=/design/flow/orfs finish

==> results.txt <==
Vias in the first global route: 3,924
Setup repair after global routing missed its margin: false
Cell total in the yosys stat output: 534
Via count: 4,414
Share of layout cells above drive strength 1: 5.93%
Final total negative setup slack: 0 ns
Global-route congestion overflow total: 0
Highest Clock Rate: 61.5 MHz
Main area contributors after synthesis: sky130_fd_sc_hd__ha_1 (11%), sky130_fd_sc_hd__xnor2_1 (8.2%), sky130_fd_sc_hd__nand2_1 (7.8%)
Warnings, synthesis: 1
Gate Count Post-Synth: 534
Sequential standard cell area: 0 µm²
Post_cts resized: 0
Final design utilization: 54.7%
Multi-input logic area: 3320 µm²
Endpoint class of the critical path: output port
Critical path launch point type: primary input
Die area: 9210 µm²
Clk_buf instances: 0
Yosys stat area: 3530 µm²
Slew HR: 46.7%
Y dimension of the die: 96.0 µm
Post-detailed-route wirelength per cell: 18.7 µm
GRT Resource Usage Total: 29.3%
Yosys cell types: 69
Outcome: completed
Worst Hold Launch: A[3]
Antenna cell count: 0
Pins Over Slew Limit: 0
Detailed-route vias per instance: 6.20
Per-instance average area after synthesis: 6.62 µm²
Total number of placement rows: 33
Endpoint with the worst hold slack: Y[3]
Number of hold buffers added after CTS: 0
Setup-violating endpoint count in the final report: 0
Router iterations before antenna repair: 5
Clock period minus worst slack: 16.26 ns
Final hold vios: 0
Number of stages on the worst hold path: 4
DRT antenna net count: 0
Maximum fanout encountered on the critical timing path: 6
Total power divided by cell area: 27.1 nW/µm²
Sequential fraction of the synthesis area: 0%
Worst slew pin tran: 0.800 ns
Critical setup path kind: in -> out
Fill count: 844
Core area: 8380 µm²
Starting DRC count in detailed routing: 310
Commonest non-fill, non-tap cell in the layout: sky130_fd_sc_hd__clkdlybuf4s50_1
Top logic cells by instance count in the layout: sky130_fd_sc_hd__clkdlybuf4s50_1 (99), sky130_fd_sc_hd__nand2_1 (73), sky130_fd_sc_hd__a21oi_1 (53)
Pre-CTS WS: 10.12 ns
Data arrival time at the worst-slack endpoint: 11.00 ns
Number of port buffers: 99
Weighted congestion reported at the end of routability-driven placement: 0.988
Post-CTS setup buffers: 0
# Max-Cap Violations: 0
Horizontal die dimension: 96.0 µm
Wire length of the first global-routing pass: 20,600 µm
Worst hold-check path type: in -> out
Total routed wirelength: 13,300 µm
Period Utilization, post-route: 61.8%
Number of warnings the tools reported: 33
Initial antenna violation count: 0
Floorplan utilization: 42.2%
Leakage power summed over all cells: 0.00175 µW
Critical path required time: 21.04 ns
FF+latch count: 0
Area share of the leading cell type in the synthesized netlist: 11.3%
Maximum number of pins on one net before global-route repair: 42
Top Ports: 99
Remaining DRCs: 0
Final setup slack of the worst path: 10.04 ns
Detailed placement HPWL: 10,100 µm
Area added between synthesis and finish: 29.7%
Post-synth design cell area: 3530 µm²
Largest area contributor in the netlist: sky130_fd_sc_hd__ha_1
Largest vdd supply drop: 11.8 µV
layout make-up:
cell class	count	share of cell area, %
inverter	20	1.64
multi-input combinational	480	72.6
tap	105	2.87
timing repair buffer	107	22.9
synth_stat cells, drive strengths merged, types with 4 or more instances:
master  instances
a221oi         33
a21boi          4
clkbuf         29
inv            19
nor3           12
nor2           34
a22oi           7
nor4            4
buf             5
mux2i           5
nand3           4
nand2b          6
mux2            4
xnor2          33
o21ai          42
o22ai           4
a311oi          4
or3            11
a221o           7
nand4           5
xor2           20
a21o           13
ha             32
o21a           10
o21bai          4
a21oi          53
nand2          74
a211oi          5
worst max path at each step:
stage,startpoint,to,cells after the start
4_1_cts,B[0],Y[23],20
5_1_grt,B[0],Y[23],20
6_report,B[0],Y[23],20
critical path, cell delays in order:
cell	delay, ns
sky130_fd_sc_hd__clkdlybuf4s50_1	0.45
sky130_fd_sc_hd__inv_1	0.10
sky130_fd_sc_hd__ha_1	0.19
sky130_fd_sc_hd__or3b_2	0.50
sky130_fd_sc_hd__nor2_1	0.16
sky130_fd_sc_hd__nand2_1	0.23
sky130_fd_sc_hd__nor2_1	0.19
sky130_fd_sc_hd__xnor2_1	0.08
sky130_fd_sc_hd__a221oi_1	0.28
sky130_fd_sc_hd__ha_1	0.37
sky130_fd_sc_hd__a211oi_1	0.26
sky130_fd_sc_hd__nor2_1	0.09
sky130_fd_sc_hd__o41a_1	0.35
sky130_fd_sc_hd__a221oi_1	0.56
sky130_fd_sc_hd__a21boi_0	0.27
sky130_fd_sc_hd__o21a_1	0.23
sky130_fd_sc_hd__o21ai_0	0.23
sky130_fd_sc_hd__mux2_2	0.37
sky130_fd_sc_hd__a221oi_1	0.30
sky130_fd_sc_hd__clkdlybuf4s50_1	0.52
per-stage QoR:
step / hold slack [ns] / instances / cell area, µm² / power (µW)
2_1_floorplan: 10.58 / 534 / 3530 / 72.4
3_3_place_gp: 11.46 / 712 / 4580 / 123
3_5_place_dp: 11.45 / 712 / 4580 / 122
4_1_cts: 11.45 / 712 / 4580 / 123
5_1_grt: 11.49 / 712 / 4580 / 136
6_report: 11.44 / 712 / 4580 / 124
kinds of logic (layout without fill, tap and decap cells):
kind of cell / count (synthesis) / after routing / synth area share, %
AOI/OAI and AO/OA: 211 / 211 / 41.0
and+or+nand+nor: 174 / 174 / 25.3
buffers and inverters: 54 / 127 / 5.98
xor gates and xnor gates: 53 / 53 / 13.1
adders and majority gates: 33 / 33 / 11.9
muxes: 9 / 9 / 2.69
layer usage:
metal  routed length [µm]  part of all wire, %  vias up  GRT usage [%]
met1                 6500                   49     2056           46.5
met4                   70                 0.52        0           2.11
met5                    0                    0        -              0
met2                 5730                   43      182           43.8
li1                     -                    -     2170              -
met3                 1040                  7.8        6           3.53
power breakdown:
group / total [µW] / internal, µW / switching (µW) / leakage (µW)
Clock: 0 / 0 / 0 / 0
Combinational: 124 / 62.6 / 61.5 / 0.00175
Sequential: 0 / 0 / 0 / 0
Power figures rest on the tool's default switching activity, not on a simulated workload.
