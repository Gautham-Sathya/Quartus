$ cat flow/design.v
module FIFO8x9(
  input clk, rst,
  input RdPtrClr, WrPtrClr, 
  input RdInc, WrInc,
  input [8:0] DataIn,
  output reg [8:0] DataOut,
  input rden, wren
	);
	reg [8:0] fifo_array[7:0];
	reg [7:0] wrptr, rdptr;
	wire [7:0] wr_cnt, rd_cnt;
always@(posedge clk)
begin
	if(rst)
		DataOut <= 9'b000000000;
	if(RdPtrClr)
		rdptr <= 8'b00000000;
	if(WrPtrClr)
		wrptr <= 8'b00000000;
	if(rden)begin
		DataOut <= fifo_array[rdptr];
		rdptr <= rdptr + RdInc;
		end
	else 
		DataOut <= 9'bzzzzzzzzz;
	if(wren) begin
		fifo_array[wrptr]<=DataIn;
		wrptr <= wrptr + WrInc; 		
		 end
end
endmodule
$ cat flow/run.sh
#!/bin/bash
# OpenROAD 26Q1-2900-gdf79404cd8, Yosys 0.63+post, stock flow scripts
make -C /OpenROAD-flow-scripts/flow DESIGN_CONFIG=/design/flow/config.mk WORK_HOME=/design/flow/orfs finish
$ cat flow/config.mk
export PLATFORM = sky130hd
export DESIGN_NAME = FIFO8x9
export DESIGN_NICKNAME = FIFO8x9
export VERILOG_FILES = /design/flow/design.v
export SDC_FILE = /design/flow/constraint.sdc
export NUM_CORES = 4
export LEC_CHECK = 1
export CORE_UTILIZATION = 50
$ cat flow/constraint.sdc
current_design FIFO8x9

set clk_period 2.4
set clk_io_pct 0.2

create_clock -name clk0 -period $clk_period [get_ports {clk}]

set non_clock_inputs [all_inputs -no_clocks]
set_input_delay [expr $clk_period * $clk_io_pct] -clock clk0 $non_clock_inputs
set_output_delay [expr $clk_period * $clk_io_pct] -clock clk0 [all_outputs]
==> Changelog: implementation <==
### Physical design

* Outcome: completed
* OpenROAD warning count at 26
* Depth of the worst hold-timing path at 1
* Clock Root Buffer: clkbuf_8
* Leakage at approximately 1.4 nW
* Req. time, crit path at roughly 2.6 ns
* CTS tree: yes
* CTS sink cnt at 90
* Ant diodes at 0
* Share of cells above drive strength 1 at 0.188
* Final instance area at 0.00403 mm^2
* Register share after synthesis at 0.759
* Gr usage total at 0.182
* Cell type with the largest total area after synthesis: edfxtp_1
* Top cell area share at 0.688
* Die Wd at approximately 84 um
* Crit Path Max Fanout at 18
* Io pins at 26
* First-pass iteration count of the detailed router at 5
* Worst Setup Start Kind: register
* Hold_buf cts at 0
* First-pass GRT wire length at 8690 um
* Worst Hold Class: register to register
* Hold slack at between 0.4 and 0.5 ns
* Drt initial violations at 46
* R2R cell count at 3
* Final HPWL DP at between 3000 and 4000 um
* Largest net degree at the start of global routing at 19
* Row Count at 29
* Synth cell types at 20
* Final Max Tran Viols at 0
* Setup TNS at 0 ns
* Max-Cap Viols at 0
* Minimum clock period at 1.66 ns
* Flip-flops with a built-in enable at 78
* Clock buffer depth at 2
* Synthesized instance count at 153
* Rel. slew slack at 0.609
* Clock-pin slew on the worst setup and hold paths at 0.09 ns
* Min-Delay Startpoint: rdptr[0]$_DFFE_PN_
* Antenna violations before repair at 0
* Max VDD drop at 0.000438 V
* Cell count in the Yosys report at 153
* Number of nets with antenna violations after routing at 0
* Crit Path Class: register to register
* Via count of the first global-routing pass at 1,695
* GPL Wtd Cong at 0.692
* Cts repair resizes at 0
* WL final at 5360 um
* Floorplan utilization at 0.527
* Clock Skew at around 0.013 ns
* Via/cell ratio at 5.53
* Setup Buffers After CTS at 0
* Via count at 1,544
* Pwr dens at approximately 830 mW/mm^2
* Post-synth ARST share at 0
* Synthesized cell area at approximately 0.0034 mm^2
* Area Overhead vs Synth at 18.6%
* Peak Freq at 0.602 GHz
* Chip height at approximately 84 um
* DRC at 0
* Syn Area/Cell at 22.2 um^2
* Die area at roughly 0.0071 mm^2
* Reg2reg end: DataOut[0]$_DFF_P_
* Top_reg_cell synth: edfxtp_1
* H-tree depth at 3
* Actual slew at the worst max-slew pin at ~0.6 ns
* Final worst-path cycle share at 0.693
* Post-synth regs at 90
* Post-synth area from yosys stat at between 0.003 and 0.004 mm^2
* R2r setup slk at 0.74 ns
* Post-synth area hogs: edfxtp_1 (69%), mux4_1 (14%), dfxtp_1 (7.1%)
* WL/cell at around 19 um
* IO Port Bufs at 24
* Hold Violations, Final at 0
* Overflow after GRT at 0
* Synth warn at 2
* RSZ-0062 raised after global routing: no
* Setup violations, final at 0
* Core ar. at 0.00646 mm^2
* WP data arrival at ~1.9 ns
* Critical Path End Type: register
* TritonCTS Buffers at 9
* Placed Instance Area at between 0.003 and 0.004 mm^2
* Clk ins delay skew pair at 0.34 ns
cells in the mapped netlist (2+ instances only):
cell type  number
mux4_1         18
a21o_1          2
and2_1          6
nor3_1          2
ha_1            4
mux2_2          9
nand2_1         2
nor2_1          7
edfxtp_1       78
nand2b_1        3
xor2_1          2
dfxtp_1        12
through the flow:
step	setup slack, ns	std cells	power (mW)	utilization
2_1_floorplan	0.763	153	2.06	-
3_3_place_gp	0.426	263	2.22	0.588
3_5_place_dp	0.407	263	2.23	0.588
4_1_cts	0.738	279	3.39	0.625
5_1_grt	0.689	279	3.50	0.625
6_report	0.738	279	3.36	0.625
critical path, stage by stage, from the launching register on:
cell	delay [ns]
dfxtp_1	0.32
buf_4	0.31
mux4_1	0.62
mux2_2	0.29
cells in the final DEF, fill, tap and decap left out:
cell type        synthesis  layout
clkbuf_8                 0       9
nor2_1                   7       7
clkdlybuf4s50_1          0      24
nand2_1                  2       2
mux2_2                   9       9
clkinv_2                 0       1
nand2b_1                 3       3
nor3_1                   2       2
buf_4                    0      14
a22o_1                   1       1
inv_1                    1       1
edfxtp_1                78      78
clkinvlp_4               0       1
mux4_1                  18      18
and2_1                   6       6
a21o_1                   2       2
clkbuf_1                 1       2
xor2_1                   2       2
or2_2                    1       1
dfxtp_1                 12      12
ha_1                     4       4
bufinv_16                0       3
cell type report:
cell class,instances,area (um^2)
fillers,436,2420
flip-flops and latches,90,2580
well taps,77,96.3
repair buffers,38,345
clock buffers,11,131
multi-input cells,57,772
inverters,1,3.75
clock inverters,5,103
state kept, by name, summed over array words and instances, names as in the netlist, named ones only:
| signal | cells |
|---|---|
| DataOut | 9 |
| fifo_array | 72 |
| rdptr | 3 |
| wrptr | 3 |
how the worst max path moves through the flow:
stage / endpoint / slack (ns)
after CTS: DataOut[0]$_DFF_P_ / 0.74
after global routing: DataOut[0]$_DFF_P_ / 0.69
final: DataOut[0]$_DFF_P_ / 0.74
report_power, final:
group	switching [mW]	internal [mW]	total [mW]
clock network	0.485	0.691	1.18
logic	0.129	0.216	0.345
registers	0.0399	1.80	1.84
total	0.654	2.71	3.36
kinds of logic (layout without fill, tap and decap cells):
group / Yosys count / count (layout) / share of synthesized area
xor gates and xnor gates: 2 / 2 / 0.00515
adders and majority gates: 4 / 4 / 0.0147
buffers and inverters: 6 / 55 / 0.0140
muxes: 27 / 27 / 0.169
AOI/OAI and AO/OA: 3 / 3 / 0.00699
DFF: 90 / 90 / 0.759
and+or+nand+nor: 21 / 21 / 0.0313
layer usage:
metal | track usage | wire length [um] | part of all wire | vias to the layer above
li1 | - | - | - | 717
met1 | 0.295 | 2190 | 0.41 | 763
met2 | 0.285 | 2720 | 0.51 | 51
met3 | 0.0578 | 341 | 0.064 | 13
met4 | 0.0324 | 108 | 0.020 | 0
met5 | 0 | 0 | 0 | -
Power figures rest on the tool's default switching activity, not on a simulated workload.
